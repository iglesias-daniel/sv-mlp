===== flow/design.v =====
module uart_rx #(
    parameter CLK_FREQ = 12_000_000,
    parameter BAUD_RATE = 115200
)(
    input wire clk,
    input wire rst,
    input wire rx,
    output reg [7:0] data,
    output reg valid
);
    localparam CLKS_PER_BIT = CLK_FREQ / BAUD_RATE;
    localparam HALF_BIT = CLKS_PER_BIT / 2;
    reg [15:0] clk_count;
    reg [2:0] bit_index;
    reg [7:0] rx_byte;
    reg [2:0] state;
    localparam IDLE  = 3'd0;
    localparam START = 3'd1;
    localparam DATA  = 3'd2;
    localparam STOP  = 3'd3;
    always @(posedge clk or posedge rst) begin
        if (rst) begin
            state <= IDLE;
            clk_count <= 0;
            bit_index <= 0;
            data <= 0;
            valid <= 0;
            rx_byte <= 0;
        end else begin
            valid <= 0;
            case (state)
                IDLE: begin
                    clk_count <= 0;
                    bit_index <= 0;
                    if (rx == 0) begin
                        state <= START;
                    end
                end
                START: begin
                    if (clk_count == HALF_BIT) begin
                        if (rx == 0) begin
                            clk_count <= 0;
                            state <= DATA;
                        end else begin
                            state <= IDLE;
                        end
                    end else begin
                        clk_count <= clk_count + 1;
                    end
                end
                DATA: begin
                    if (clk_count == CLKS_PER_BIT - 1) begin
                        clk_count <= 0;
                        rx_byte[bit_index] <= rx;
                        if (bit_index == 7) begin
                            state <= STOP;
                        end else begin
                            bit_index <= bit_index + 1;
                        end
                    end else begin
                        clk_count <= clk_count + 1;
                    end
                end
                STOP: begin
                    if (clk_count == CLKS_PER_BIT - 1) begin
                        data <= rx_byte;
                        valid <= 1;
                        state <= IDLE;
                    end else begin
                        clk_count <= clk_count + 1;
                    end
                end
                default: state <= IDLE;
            endcase
        end
    end
endmodule
module uart_tx #(
    parameter CLK_FREQ = 12_000_000,
    parameter BAUD_RATE = 115200
)(
    input wire clk,
    input wire rst,
    input wire [7:0] data,
    input wire start,
    output reg tx,
    output reg busy
);
    localparam CLKS_PER_BIT = CLK_FREQ / BAUD_RATE;
    reg [15:0] clk_count;
    reg [2:0] bit_index;
    reg [7:0] tx_byte;
    reg [2:0] state;
    localparam IDLE  = 3'd0;
    localparam START = 3'd1;
    localparam DATA  = 3'd2;
    localparam STOP  = 3'd3;
    always @(posedge clk or posedge rst) begin
        if (rst) begin
            state <= IDLE;
            clk_count <= 0;
            bit_index <= 0;
            tx <= 1;
            busy <= 0;
            tx_byte <= 0;
        end else begin
            case (state)
                IDLE: begin
                    tx <= 1;
                    clk_count <= 0;
                    bit_index <= 0;
                    if (start) begin
                        tx_byte <= data;
                        busy <= 1;
                        state <= START;
                    end else begin
                        busy <= 0;
                    end
                end
                START: begin
                    tx <= 0;
                    if (clk_count == CLKS_PER_BIT - 1) begin
                        clk_count <= 0;
                        state <= DATA;
                    end else begin
                        clk_count <= clk_count + 1;
                    end
                end
                DATA: begin
                    tx <= tx_byte[bit_index];
                    if (clk_count == CLKS_PER_BIT - 1) begin
                        clk_count <= 0;
                        if (bit_index == 7) begin
                            state <= STOP;
                        end else begin
                            bit_index <= bit_index + 1;
                        end
                    end else begin
                        clk_count <= clk_count + 1;
                    end
                end
                STOP: begin
                    tx <= 1;
                    if (clk_count == CLKS_PER_BIT - 1) begin
                        state <= IDLE;
                    end else begin
                        clk_count <= clk_count + 1;
                    end
                end
                default: state <= IDLE;
            endcase
        end
    end
endmodule
module mlp_core (
    input wire clk,
    input wire rst,
    input wire [7:0] in0, in1, in2, in3,
    input wire compute,
    output reg [7:0] out0, out1,
    output reg done
);
    reg signed [7:0] w_h [0:15];
    reg signed [7:0] b_h [0:3];
    reg signed [7:0] w_o [0:7];
    reg signed [7:0] b_o [0:1];
    reg signed [15:0] h_sum [0:3];
    reg [7:0] h_act [0:3];
    reg signed [15:0] o_sum [0:1];
    reg [3:0] state;
    integer i;
    localparam IDLE = 0, HIDDEN = 1, RELU = 2, OUTPUT = 3, DONE = 4;
    initial begin
        w_h[0] = 8'sd32;   w_h[1] = 8'sd16;   w_h[2] = -8'sd24;  w_h[3] = 8'sd8;
        w_h[4] = -8'sd28;  w_h[5] = 8'sd20;   w_h[6] = 8'sd12;   w_h[7] = -8'sd16;
        w_h[8] = 8'sd24;   w_h[9] = -8'sd18;  w_h[10] = 8'sd14;  w_h[11] = 8'sd22;
        w_h[12] = -8'sd20; w_h[13] = 8'sd26;  w_h[14] = -8'sd10; w_h[15] = 8'sd30;
        b_h[0] = 8'sd10; b_h[1] = -8'sd5; b_h[2] = 8'sd8; b_h[3] = -8'sd12;
        w_o[0] = 8'sd40;  w_o[1] = -8'sd35; w_o[2] = 8'sd30;  w_o[3] = 8'sd25;
        w_o[4] = -8'sd38; w_o[5] = 8'sd42;  w_o[6] = -8'sd28; w_o[7] = 8'sd32;
        b_o[0] = 8'sd15; b_o[1] = -8'sd18;
    end
    always @(posedge clk or posedge rst) begin
        if (rst) begin
            state <= IDLE;
            done <= 0;
            out0 <= 0;
            out1 <= 0;
        end else begin
            case (state)
                IDLE: begin
                    done <= 0;
                    if (compute) begin
                        h_sum[0] <= ($signed({1'b0, in0}) * w_h[0]) + 
                                    ($signed({1'b0, in1}) * w_h[1]) + 
                                    ($signed({1'b0, in2}) * w_h[2]) + 
                                    ($signed({1'b0, in3}) * w_h[3]) + 
                                    ($signed(b_h[0]) << 6);
                        h_sum[1] <= ($signed({1'b0, in0}) * w_h[4]) + 
                                    ($signed({1'b0, in1}) * w_h[5]) + 
                                    ($signed({1'b0, in2}) * w_h[6]) + 
                                    ($signed({1'b0, in3}) * w_h[7]) + 
                                    ($signed(b_h[1]) << 6);
                        h_sum[2] <= ($signed({1'b0, in0}) * w_h[8]) + 
                                    ($signed({1'b0, in1}) * w_h[9]) + 
                                    ($signed({1'b0, in2}) * w_h[10]) + 
                                    ($signed({1'b0, in3}) * w_h[11]) + 
                                    ($signed(b_h[2]) << 6);
                        h_sum[3] <= ($signed({1'b0, in0}) * w_h[12]) + 
                                    ($signed({1'b0, in1}) * w_h[13]) + 
                                    ($signed({1'b0, in2}) * w_h[14]) + 
                                    ($signed({1'b0, in3}) * w_h[15]) + 
                                    ($signed(b_h[3]) << 6);
                        state <= RELU;
                    end
                end
                RELU: begin
                    for (i = 0; i < 4; i = i + 1) begin
                        if (h_sum[i][15]) begin   
                            h_act[i] <= 0;
                        end else begin
                            h_act[i] <= (h_sum[i] > 16'sd16320) ? 8'd255 : h_sum[i][13:6];
                        end
                    end
                    state <= OUTPUT;
                end
                OUTPUT: begin
                    o_sum[0] <= ($signed({1'b0, h_act[0]}) * w_o[0]) + 
                                ($signed({1'b0, h_act[1]}) * w_o[1]) + 
                                ($signed({1'b0, h_act[2]}) * w_o[2]) + 
                                ($signed({1'b0, h_act[3]}) * w_o[3]) + 
                                ($signed(b_o[0]) << 6);
                    o_sum[1] <= ($signed({1'b0, h_act[0]}) * w_o[4]) + 
                                ($signed({1'b0, h_act[1]}) * w_o[5]) + 
                                ($signed({1'b0, h_act[2]}) * w_o[6]) + 
                                ($signed({1'b0, h_act[3]}) * w_o[7]) + 
                                ($signed(b_o[1]) << 6);
                    state <= DONE;
                end
                DONE: begin
                    out0 <= (o_sum[0][15]) ? 8'd0 : 
                            (o_sum[0] > 16'sd16320) ? 8'd255 : o_sum[0][13:6];
                    out1 <= (o_sum[1][15]) ? 8'd0 : 
                            (o_sum[1] > 16'sd16320) ? 8'd255 : o_sum[1][13:6];
                    done <= 1;
                    state <= IDLE;
                end
                default: state <= IDLE;
            endcase
        end
    end
endmodule
module top (
    input wire CLK,
    input wire RX,
    output wire TX,
    output wire LEDR_N,
    output wire LEDG_N
);
    reg rst = 0;
    wire [7:0] rx_data;
    wire rx_valid;
    reg [7:0] tx_data;
    reg tx_start;
    wire tx_busy;
    reg [7:0] inputs [0:3];
    reg [1:0] input_count;
    wire [7:0] mlp_out0, mlp_out1;
    reg mlp_compute;
    wire mlp_done;
    reg [2:0] state;
    localparam WAIT_INPUT = 0, WAIT_CMD = 1, COMPUTE = 2, SEND_OUT0 = 3, SEND_OUT1 = 4;
    reg led_rx = 0;
    reg led_tx = 0;
    assign LEDR_N = ~led_rx;
    assign LEDG_N = ~led_tx;
    uart_rx #(.CLK_FREQ(12_000_000), .BAUD_RATE(115200)) 
    rx_inst (.clk(CLK), .rst(rst), .rx(RX), .data(rx_data), .valid(rx_valid));
    uart_tx #(.CLK_FREQ(12_000_000), .BAUD_RATE(115200))
    tx_inst (.clk(CLK), .rst(rst), .data(tx_data), .start(tx_start), .tx(TX), .busy(tx_busy));
    mlp_core mlp (
        .clk(CLK), .rst(rst),
        .in0(inputs[0]), .in1(inputs[1]), .in2(inputs[2]), .in3(inputs[3]),
        .compute(mlp_compute), .out0(mlp_out0), .out1(mlp_out1), .done(mlp_done)
    );
    always @(posedge clk) begin
        tx_start <= 0;
        mlp_compute <= 0;
        if (rx_valid) begin
            led_rx <= 1;
            case (state)
                WAIT_INPUT: begin
                    inputs[input_count] <= rx_data;
                    if (input_count == 3) begin
                        input_count <= 0;
                        state <= WAIT_CMD;
                    end else begin
                        input_count <= input_count + 1;
                    end
                end
                WAIT_CMD: begin
                    if (rx_data == 8'h49) begin   
                        mlp_compute <= 1;
                        state <= COMPUTE;
                    end else begin
                        state <= WAIT_INPUT;   
                        input_count <= 0;
                    end
                end
                default: begin
                    state <= WAIT_INPUT;
                    input_count <= 0;
                end
            endcase
        end else begin
            led_rx <= 0;
        end
        case (state)
            COMPUTE: begin
                if (mlp_done) begin
                    tx_data <= mlp_out0;
                    tx_start <= 1;
                    state <= SEND_OUT0;
                end
            end
            SEND_OUT0: begin
                if (!tx_busy && !tx_start) begin
                    tx_data <= mlp_out1;
                    tx_start <= 1;
                    state <= SEND_OUT1;
                end
            end
            SEND_OUT1: begin
                if (!tx_busy && !tx_start) begin
                    state <= WAIT_INPUT;
                    input_count <= 0;
                end
            end
        endcase
        led_tx <= tx_busy;
    end
endmodule

===== flow/run.sh =====
#!/bin/bash
# OpenROAD 26Q1-2900-gdf79404cd8, Yosys 0.63+post, stock flow scripts
make -C /OpenROAD-flow-scripts/flow DESIGN_CONFIG=/design/flow/config.mk WORK_HOME=/design/flow/orfs finish

===== flow/config.mk =====
export PLATFORM = sky130hd
export DESIGN_NAME = top
export DESIGN_NICKNAME = top
export VERILOG_FILES = /design/flow/design.v
export SDC_FILE = /design/flow/constraint.sdc
export NUM_CORES = 4
export LEC_CHECK = 1
export CORE_AREA = 10 10 98 98
export DIE_AREA = 0 0 108 108

===== flow/constraint.sdc =====
current_design top

set clk_period 2.4
set clk_io_pct 0.2

create_clock -name clk0 -period $clk_period [get_ports {CLK}]

set non_clock_inputs [all_inputs -no_clocks]
set_input_delay [expr $clk_period * $clk_io_pct] -clock clk0 $non_clock_inputs
set_output_delay [expr $clk_period * $clk_io_pct] -clock clk0 [all_outputs]

==> COMMIT_EDITMSG <==
Store results of the implementation flow

- Summed over all layers, the global routing overflow is 0.
* Skew final: 0.009023 ns
* Starting density of the core: 0.1669
- The share of synthesized area in the top cell type comes to 0.5176.
- Netlist Area Pre-Place: 1276 µm²
- The stat command in Yosys gives a chip area of 1276 µm².
- WL per Instance: 9.068 µm
- Clock tree from TritonCTS: built
* Fraction of power consumed by sequential logic: 0.548
* Most congested layer reported by global routing: met1
- The core region is 7647 µm².
- Final Hold Violation Tally: 0
* Data arrival time at the worst-slack endpoint: 1.95 ns
* HPWL after detailed placement: 1.361 mm
- For met2 alone, demand over resource in global routing was 0.05000.
- The final timing report counts setup violations totalling 0.
* Gate count after technology mapping: 113
* Element type at the critical path start: flop
- Adding up every negative setup slack in the final design gives 0 ns.
- Post-DP Area: 1399 µm²
- The power report attributes to the clock group a share of 0.452.
- In this design, the stage delay of the slowest critical-path cell is 0.40 ns.
- Measured along the x axis, the die boundary spans 108 µm.
- Layout cell share with drive strength beyond 1: 0.06838
* Critical path start-end classification: reg -> reg
- Final Power: 0.0007587 W
* Static leakage: 0.5440 nW
* Peak clock frequency supported by timing: 511.8 MHz
- Async SR Flop Fraction: 0
* Vias/cell: 3.731
* Vias in the first global route: 797
* Launch point of the worst path: tx_inst.clk_count[0]
* Maximum number of pins on one net before global-route repair: 17
* Portion of the post-synthesis area used by sequential elements: 0.5176
- The flow reported a cell area power density of 516.1 nW/µm².
* Yosys warning count: 10
- Row generation in the floorplan step produced 32 rows.
- On met1, the global router reports a usage of 0.05687.
* DRC violations left: 0
- Minimum clock period after layout: 1.954 ns
- The number of different library cells used by synthesis comes to 26.
- The share of total power dissipated in combinational logic is 0.
* Total number of vias: 817
* Gp weighted congestion: 0.7910
- Total of buffers placed on input and output ports: 1
* Top post-synthesis cells by area: sky130_fd_sc_hd__edfxtp_1, sky130_fd_sc_hd__ha_1, sky130_fd_sc_hd__nor2_1, sky130_fd_sc_hd__xnor2_1, sky130_fd_sc_hd__xor2_1
* CP Max Fanout: 16
- Per the repair_timing log after CTS, setup buffers inserted total 0.
* Wire length after detailed routing: 1.986 mm
- Highest-delay cell along the critical path: sky130_fd_sc_hd__edfxtp_1
- For reference, the clock transition at the flip-flops on the worst setup and hold paths is 0.08 ns.
- STA reports the tightest min-delay check as being of type reg -> reg.
- Post-route period utilization is reported as 0.8142.
- IR Drop Worst-Case VDD: 132.5 µV
* Post-synth EDFFs: 22
- Worst setup EP type: flop
* Number of max-slew violations in the final report: 0
- Number of cells in the yosys synthesis report: 113
* Run status: finished, final reports clean
- Boundary Pins: 5
- Initial antenna violation count: 0
- In this run the most critical hold path is launched from tx_inst.bit_index[0].
- In this run, the number of DRC markers left after iteration 0 of detailed routing was 37.
- The chip occupies 11660 µm².
* Dominant register cell: sky130_fd_sc_hd__edfxtp_1
* Tool Warnings: 31
- Post-synth regs: 22
- The number of antenna diodes in the final layout is 0.
- Leading post-synthesis cells by instance count: sky130_fd_sc_hd__edfxtp_1, sky130_fd_sc_hd__nor2_1, sky130_fd_sc_hd__ha_1
- Layout area overhead: 15.20%
* Global-route wire length before repair: 3.588 mm
- CTS added clock buffers totalling 3.
* Maximum Capacitance Violations: 0
- Clock tree root buffer cell: sky130_fd_sc_hd__clkbuf_8
* H-Tree Depth: 1
* Power Internal: 0.0006381 W
- The number of gates resized after CTS was 0.
- Pre-antenna DRT Iters: 4
- Most instantiated library cell after synthesis: sky130_fd_sc_hd__edfxtp_1
- Each instance of the synthesized netlist takes up on average 11.29 µm².
- For met3 alone, demand over resource in global routing was 0.006024.
- CTS hold repair buffers: 0
- Setup repair after global routing left no endpoint under its margin.
- Summed over all nets, the switching power comes to 0.0001206 W.
- Number of cells in the finished layout apart from fillers: 219
* Worst skew pair latency: 0.26 ns
- Number of placed instances with taps included: 215
- Overall routing resource usage: 0.03576
* Net switching share of the total power: 0.1589
* Post-route antenna net violation count: 0
* R2R Path Start: tx_inst.clk_count[0]
- Cells along the critical path: ha_1, and4_1, and4_4, a2bb2oi_4, nor2_1
- According to the timing report, the data required time at the worst endpoint equals 2.40 ns.
- The number of clock sinks came to 22.
* Maximum number of buffers from clock root to sink: 2
- Summed area of non-filler cells in the final layout: 1470 µm²
- Die boundary height: 108 µm
- The biggest area contributor in the post-synthesis netlist is sky130_fd_sc_hd__edfxtp_1.
-- cell usage in the layout, fill, tap and decap left out --
cell type,Yosys,final
sky130_fd_sc_hd__edfxtp_1,22,22
sky130_fd_sc_hd__nor2_1,18,18
sky130_fd_sc_hd__ha_1,9,9
sky130_fd_sc_hd__xnor2_1,7,7
sky130_fd_sc_hd__nand4_1,6,6
sky130_fd_sc_hd__xor2_1,6,6
sky130_fd_sc_hd__nor3_1,5,5
sky130_fd_sc_hd__nand3_1,5,5
sky130_fd_sc_hd__inv_1,4,4
sky130_fd_sc_hd__nand2_1,4,4
sky130_fd_sc_hd__nor4_1,4,4
sky130_fd_sc_hd__and2_1,3,3
sky130_fd_sc_hd__clkbuf_8,0,3
sky130_fd_sc_hd__and4_1,2,2
sky130_fd_sc_hd__o21ai_0,2,2
sky130_fd_sc_hd__a21oi_1,2,2
sky130_fd_sc_hd__nor2b_1,2,2
sky130_fd_sc_hd__nand2b_1,2,2
sky130_fd_sc_hd__conb_1,1,2
sky130_fd_sc_hd__and4_4,1,1
sky130_fd_sc_hd__a2bb2oi_4,1,1
sky130_fd_sc_hd__nand3_2,1,1
sky130_fd_sc_hd__or2_1,1,1
sky130_fd_sc_hd__or3_1,1,1
sky130_fd_sc_hd__nand3b_1,1,1
sky130_fd_sc_hd__bufinv_16,0,1
sky130_fd_sc_hd__clkdlybuf4s50_1,0,1
sky130_fd_sc_hd__buf_4,2,1
-- logic make-up after synthesis --
family	count (synthesis)	share of synthesized area
simple gates	56	0.2333
compound gates	5	0.03628
xor+xnor	13	0.08922
buf+inv	7	0.03235
flops	22	0.5176
other cells	1	0.002938
fa+ha+maj	9	0.08824
-- path summary, 6_finish.rpt --
kind                                               to  slack, ns  depth (start not counted)
worst max-delay path            tx_inst.clk_count[11]       0.45                          5
worst min register to register   tx_inst.bit_index[0]       0.58                          1
worst min-delay path             tx_inst.bit_index[0]       0.58                          1
worst max register to register  tx_inst.clk_count[11]       0.45                          5
-- stage by stage --
step                  util  hold slack, ns  setup slack (ns)
CTS                 0.1922          0.5868            0.4367
detailed placement  0.1829          0.5653            0.4670
finish              0.1922          0.5785            0.4460
global route        0.1922          0.5922            0.2426
floorplan                -          0.5369            0.5912
global placement    0.1829          0.5542            0.4684
-- metal layers --
layer / share of wire / routed length (µm)
met2: 0.43 / 850
met1: 0.53 / 1056
met4: 0.016 / 31
met5: 0 / 0
met3: 0.024 / 47
-- registers in the layout, summed over array words and instances (netlist names) --
| register | count |
|---|---|
| tx_inst.bit_index | 3 |
| tx_inst.clk_count | 16 |
| tx_inst.state | 2 |
| tx_inst.tx | 1 |
-- cell type report --
cell class,count,area (µm²)
fillers,813,6177
flip-flops and latches,22,660.6
multi-input cells,85,578.1
well taps,102,127.6
clock buffers,3,41.29
clock inverters,1,30.03
repair buffers,2,17.52
inverters,4,15.01
-- power by group through the flow --
stage / clock network, W / registers [W] / logic (W)
CTS: 0.000354 / 0.000415 / 0.000000264
global route: 0.000368 / 0.000415 / 0.000000295
finish: 0.000343 / 0.000415 / 0.000000139
-- critical path: cells and delay by family (launching register included) --
| kind | cells | cell delay [ns] |
|---|---|---|
| compound gates | 1 | 0.38 |
| flops | 1 | 0.40 |
| fa+ha+maj | 1 | 0.26 |
| simple gates | 3 | 0.64 |
Power is estimated from default activity; no workload was simulated.
